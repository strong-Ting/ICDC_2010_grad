==> ./design.v <==
module S1(clk,
          rst,
          updown,
          S1_done,
          RB1_RW,
          RB1_A,
          RB1_D,
          RB1_Q,
          sen,
          sd);
  input clk,
        rst,
        updown;
  output S1_done,
         RB1_RW;
  output [4:0] RB1_A;
  output [7:0] RB1_D;
  input [7:0] RB1_Q;
  inout sen,
        sd;
reg [4:0] RB1_A;
wire [4:0] RB1_A_next;
reg [7:0] RB1_D;
reg RB1_RW,S1_done;
reg [7:0] RB1_buffer [17:0];
reg [3:0] cs,ns;
reg [4:0] trans_counter,trans_counter_next;  
reg [3:0] pak_addr;  
wire [3:0] pak_addr_next; 
reg [12:0] package_recv;  
parameter INIT = 4'd0;
parameter READ = 4'd1;
parameter TRANS = 4'd2;  
parameter TRANS_D = 4'd3;  
parameter WAIT_WR = 4'd4;  
parameter WATI_R = 4'd5;  
parameter RECV =4'd6;
parameter WRITE = 4'd7;
parameter S1_FIN = 4'd8;
always @(negedge clk or posedge rst) begin
    if(rst) cs <= INIT;
    else cs <= ns;
end
always @(*) begin
    case(cs)
    INIT: begin
        if(updown == 1'd0) ns = READ;
        else ns = RECV;
    end
    READ: begin
        if(RB1_A == 5'd17) ns = TRANS;
        else ns = READ;
    end
    TRANS: begin
        if(trans_counter == 5'd0) ns = TRANS_D;
        else ns = TRANS;
	end
	TRANS_D: begin
		if(pak_addr == 4'd8) ns = WAIT_WR;
		else ns = TRANS;
	end
    WAIT_WR: begin
        if(updown == 1'd1) ns = RECV;
        else ns = WAIT_WR;
    end
    RECV: begin
        if(package_recv[12:8] == 5'b1_0001 && sen == 1'd1) ns = WRITE;
		else ns = RECV;
    end
	WRITE: begin
		if(RB1_A == 5'd17) ns = S1_FIN;
		else ns = WRITE;
	end
	S1_FIN: begin
		ns = S1_FIN;
	end
    default: ns = INIT;
    endcase
end
assign RB1_A_next = (cs == READ || cs == WRITE) ? RB1_A + 5'd1 : RB1_A;
always @(negedge clk or posedge rst) begin
    if(rst) RB1_A <= 5'd0; 
	else if(cs == WAIT_WR) RB1_A <= 5'd0;
    else begin
        RB1_A <= RB1_A_next;
    end
end
integer  i;
always@(negedge clk or posedge rst) begin
	if(rst) begin
		for(i=0;i<18;i=i+1) begin
			RB1_buffer[i] <= 8'd0;
		end
	end
    else if(cs == READ) begin
        RB1_buffer[RB1_A] <= RB1_Q;
    end
	else if(cs == RECV && sen == 1'd1) begin
		RB1_buffer[package_recv[12:8]] <= package_recv[7:0];
	end
end
always @(*) begin
	if(cs == TRANS) trans_counter_next = trans_counter - 5'd1;
	else if(cs == TRANS_D) trans_counter_next = 5'd20;
	else trans_counter_next = trans_counter;
end
always @(negedge clk or posedge rst) begin
	if(rst) trans_counter <= 5'd20;
	else trans_counter <= trans_counter_next;
end
assign pak_addr_next = (ns == TRANS_D) ? pak_addr + 4'd1 : pak_addr;
always @(negedge clk or posedge rst) begin
	if(rst) pak_addr <= 4'd0;
	else if(ns == TRANS_D) pak_addr <= pak_addr_next;
end
always @(negedge clk or posedge rst) begin
	if(rst) begin
		package_recv <= 13'd0;
	end
	else if(cs == RECV && sen == 1'd0) begin
		package_recv <= {package_recv[12:0],sd}; 
	end
end
always @(negedge clk or posedge rst) begin
	if(rst) RB1_D <= 8'd0;
    else if(ns == WRITE) begin
        RB1_D <= RB1_buffer[RB1_A_next];
    end
end
always @(negedge clk or posedge rst) begin
    if(rst) RB1_RW <= 1'd1;
    else if(updown == 1'd1) RB1_RW <= 1'd0;
end
always @(negedge clk or posedge rst) begin
    if(rst) S1_done <= 1'd0;
    else if(cs == S1_FIN) S1_done <= 1'd1;
end
wire sen,sen_reg;
assign sen = ((cs == TRANS || cs == TRANS_D) || (cs == READ || cs == INIT)) ? sen_reg : 1'dz;
assign sen_reg = (cs == TRANS) ? 1'd0 : 1'd1;
wire sd;
reg sd_reg;
assign sd = (cs == TRANS) ? sd_reg : 1'dz;
wire [2:0] pak_addr_r = ~(pak_addr[2:0]);  
always @(*) begin
	if(trans_counter == 5'd20) sd_reg = pak_addr[2];
	else if(trans_counter == 5'd19) sd_reg = pak_addr[1];
	else if(trans_counter == 5'd18) sd_reg = pak_addr[0];
	else sd_reg = RB1_buffer[trans_counter][pak_addr_r];
end
endmodule
==> ./run.sh <==
#!/bin/bash
# OpenROAD 26Q1-2900-gdf79404cd8, Yosys 0.63+post, stock flow scripts
make -C /OpenROAD-flow-scripts/flow DESIGN_CONFIG=/design/flow/config.mk WORK_HOME=/design/flow/orfs finish
==> ./config.mk <==
export PLATFORM = sky130hd
export DESIGN_NAME = S1
export DESIGN_NICKNAME = S1
export VERILOG_FILES = /design/flow/design.v
export SDC_FILE = /design/flow/constraint.sdc
export NUM_CORES = 4
export LEC_CHECK = 1
export CORE_UTILIZATION = 40
==> ./constraint.sdc <==
current_design S1

set clk_period 5.3
set clk_io_pct 0.2

create_clock -name clk0 -period $clk_period [get_ports {clk}]

set non_clock_inputs [all_inputs -no_clocks]
set_input_delay [expr $clk_period * $clk_io_pct] -clock clk0 $non_clock_inputs
set_output_delay [expr $clk_period * $clk_io_pct] -clock clk0 [all_outputs]
==> flow_metrics.py <==
# Physical implementation metrics
metrics = {
    "yosys": {
        "synth-edff-count": 0,
        "synth_cells": 921,
        "most_common_cell": "mux2_2",
        "yosys.area_share.simple_pct": 12.6,
        "synth_area_mm2": 0.0106,
        "async_flop_share_pct": 100,
        "ys_top_logic_family": "multiplexers",
        "ys_warn_count": 4,
        "top_area_share_pct": 43.7,
        "top_area_cell": "dfrtn_1",
        "topCellsByArea": "dfrtn_1 (44%), mux2_2 (20%), a22oi_1 (3.0%)",
        "aoi_share_pct": 14.5,
        "ys_seq_share_pct": 44.7,
        "synthDistinctLibCells": 84,
        "synth_flops": 189,
        "ys_sh_adder_pct": 1.42,
        "ff_type": "dfrtn_1",
        "yosys-stat-area_mm2": 0.0106,
        "synthXorXnorAreaFrac_pct": 0.887,
        "ys_sh_mux_pct": 22.6,
        "yosys-top-cells-count": "mux2_2 (192), dfrtn_1 (185), nand2_1 (48)",
        "ys_cells": 921,
        "synth_area_per_cell_um2": 11.5,
    },
    "placed_design": {
        "hpwl_mm": 28.7,
        "place_area_mm2": 0.0129,
        "gp_congestion": 1.04,
        "portBuffers": 25,
    },
    "status": {
        "error": "[error] [KeplerFormal.cpp:679] Workflow failed: Iso has multiple drivers: .sen0, _0753_.Y0",
        "status": "did not finish",
        "haltStage": "clock tree synthesis (4_1_cts)",
    },
    "die": {
        "boundaryPins": 28,
        "die_w_um": 165,
        "die_h_um": 165,
        "fp-utilization_pct": 40.7,
        "num_rows": 59,
    },
    "cts": {
        "clockRootBuffer": "clkbuf_16",
        "clkSinkCount": 189,
        "htree_levels": 4,
        "cts_hold_buf": 0,
        "post_cts_buffers": 3,
        "cts_resized": 22,
        "cts_buffers": 17,
        "cts_buffer_depth": 2,
    },
}
## logic make-up after synthesis
logic type | Yosys count
flops | 189
simple gates | 216
compound gates | 210
fa+ha+maj | 12
buf+inv | 76
xor+xnor | 9
other cells | 1
mux | 208
## metrics by stage
stage	TNS [ns]	power (mW)	instances	setup WS (ns)	utilization, %
3_3_place_gp	-3.19	8.13	1438	-1.11	49.6
3_5_place_dp	-3.39	8.18	1438	-1.17	49.6
2_1_floorplan	-133.75	5.58	921	-0.715	-
Power figures rest on the tool's default switching activity, not on a simulated workload.
