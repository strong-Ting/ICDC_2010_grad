<file path="flow/config.mk">
export PLATFORM = sky130hd
export DESIGN_NAME = S2
export DESIGN_NICKNAME = S2
export VERILOG_FILES = /design/flow/design.v
export SDC_FILE = /design/flow/constraint.sdc
export NUM_CORES = 4
export LEC_CHECK = 1
export CORE_UTILIZATION = 50
</file>
<file path="flow/constraint.sdc">
current_design S2

set clk_period 6.2
set clk_io_pct 0.2

create_clock -name clk0 -period $clk_period [get_ports {clk}]

set non_clock_inputs [all_inputs -no_clocks]
set_input_delay [expr $clk_period * $clk_io_pct] -clock clk0 $non_clock_inputs
set_output_delay [expr $clk_period * $clk_io_pct] -clock clk0 [all_outputs]
</file>
<file path="flow/design.v">
module S2(clk,
	  rst,
	  updown,
	  S2_done,
	  RB2_RW,
	  RB2_A,
	  RB2_D,
	  RB2_Q,
	  sen,
	  sd);
  input clk,
        rst,
        updown;
  output S2_done,
         RB2_RW;
  output [2:0] RB2_A;
  output [17:0] RB2_D;
  input [17:0] RB2_Q;
  inout sen,
        sd;
reg [3:0] RB2_A_reg;
wire [3:0] RB2_A_next;
wire [2:0] RB2_A = RB2_A_reg[2:0];
reg [17:0] RB2_D;
reg RB2_RW,S2_done;
reg [17:0] RB2_buffer [7:0];
reg [3:0] cs,ns;
reg [3:0] trans_counter,trans_counter_next;  
reg [4:0] pak_addr;  
wire [4:0] pak_addr_next;
reg [20:0] package_recv;  
parameter INIT = 4'd0;
parameter READ = 4'd1;
parameter TRANS = 4'd2;  
parameter TRANS_D = 4'd3;  
parameter WAIT_WR = 4'd4;  
parameter WATI_R = 4'd5;  
parameter RECV =4'd6;
parameter WRITE = 4'd7;
parameter S2_FIN = 4'd8;  
always @(posedge clk or posedge rst) begin
	if(rst) cs <= INIT;
    else cs <= ns;
end
always @(*) begin
	case(cs) 
	INIT: begin
		if(updown == 1'd0) ns = RECV;
		else ns = READ; 
	end
	RECV: begin
		if(package_recv[20:18] == 3'b111 && sen == 1'd1) ns = WRITE;
		else ns = RECV;
	end
	WRITE: begin
		if(RB2_A_reg == 4'd7) ns = S2_FIN;
		else ns = WRITE;
	end
	S2_FIN: begin
		if(updown == 1'd1) ns = READ;
		else ns = S2_FIN;
	end
	READ: begin
		if(RB2_A_reg == 4'd8) ns = TRANS;
		else ns = READ;
	end
	TRANS: begin
		if(trans_counter == 4'd0) ns = TRANS_D;
		else ns = TRANS;
	end
	TRANS_D: begin
		if(pak_addr == 5'd18) ns = WAIT_WR;
		else ns = TRANS;
	end
	WAIT_WR: begin
		ns = WAIT_WR;
	end
	default: ns = INIT;
	endcase
end
assign RB2_A_next = ((cs == WRITE && ns == WRITE)|| (cs == READ && ns == READ)) ? RB2_A_reg + 4'd1 : RB2_A_reg;
always @(posedge clk or posedge rst) begin
    if(rst) RB2_A_reg <= 4'd0;
	else if(cs == S2_FIN) RB2_A_reg <= 4'd0; 
    else begin
        RB2_A_reg <= RB2_A_next;
    end
end
integer  i;
always@(posedge clk or posedge rst) begin
	if(rst) begin
		for(i=0;i<8;i=i+1) begin
			RB2_buffer[i] <= 17'd0;
		end
	end
    else if(cs == RECV && sen == 1'd1) begin
		RB2_buffer[package_recv[20:18]] <= package_recv[17:0];
    end
	else if(cs == S2_FIN) begin
		for(i=0;i<8;i=i+1) begin
			RB2_buffer[i] <= 17'd0;
		end
	end
	else if(cs == READ) begin
		RB2_buffer[RB2_A_reg-3'd1] <= RB2_Q;
	end
end
always @(*) begin
	if(cs == TRANS) trans_counter_next = trans_counter - 4'd1;
	else if(cs == TRANS_D) trans_counter_next = 4'd12;
	else trans_counter_next = trans_counter;
end
always @(posedge clk or posedge rst) begin
	if(rst) trans_counter <= 4'd12;
	else trans_counter <= trans_counter_next;
end
assign pak_addr_next = (ns == TRANS_D) ? pak_addr + 5'd1 : pak_addr;
always @(posedge clk or posedge rst) begin
	if(rst) pak_addr <= 5'd0;
	else if(ns == TRANS_D) pak_addr <= pak_addr_next;
end
always @(posedge clk or posedge rst) begin
	if(rst) begin
		package_recv <= 21'd0;
	end
	else if(cs == RECV && sen == 1'd0) begin
		package_recv <= {package_recv[19:0],sd}; 
	end
end
always @(posedge clk or posedge rst) begin
	if(rst) RB2_D <= 18'd0;
    else if(ns == WRITE) begin
        RB2_D <= RB2_buffer[RB2_A_next];
    end
end
always @(posedge clk or posedge rst) begin
    if(rst) RB2_RW <= 1'd0;
    else if(ns == S2_FIN) RB2_RW <= 1'd1;
end
always @(posedge clk or posedge rst) begin
    if(rst) S2_done <= 1'd0;
    else if(cs == S2_FIN) S2_done <= 1'd1;
end
wire sen,sen_reg;
assign sen = (cs == TRANS || cs == TRANS_D || cs == READ) ? sen_reg : 1'dz;
assign sen_reg = (cs == TRANS) ? 1'd0 : 1'd1;
wire sd;
reg sd_reg;
assign sd = (cs == TRANS) ? sd_reg : 1'dz;
wire [4:0] pak_addr_r = 5'd17 - pak_addr;  
always @(*) begin
	if(trans_counter == 4'd12) sd_reg = pak_addr[4];
	else if(trans_counter == 4'd11) sd_reg = pak_addr[3];
	else if(trans_counter == 4'd10) sd_reg = pak_addr[2];
	else if(trans_counter == 4'd9) sd_reg = pak_addr[1];
	else if(trans_counter == 4'd8) sd_reg = pak_addr[0];
	else sd_reg = RB2_buffer[trans_counter][pak_addr_r];
end
endmodule
</file>
<file path="flow/run.sh">
#!/bin/bash
# OpenROAD 26Q1-2900-gdf79404cd8, Yosys 0.63+post, stock flow scripts
make -C /OpenROAD-flow-scripts/flow DESIGN_CONFIG=/design/flow/config.mk WORK_HOME=/design/flow/orfs finish
</file>
==> results_tabular.tex <==
% Yosys + OpenROAD metrics
\begin{tabular}{lr}
\hline
Metric & Value \\
\hline
\multicolumn{2}{l}{\textbf{Run status}} \\
\quad Result of the run & did not finish \\
\quad Terminating stage of the flow & clock tree synthesis (4\_1\_cts) \\
\quad First reported error & [error] [KeplerFormal.cpp:679] Workflow failed: Iso has multiple drivers: .sen0, \_0993\_.Y0 \\
\multicolumn{2}{l}{\textbf{Clock network}} \\
\quad Number of clock sinks & between 200 and 250 \\
\quad Number of buffers on the longest clock path & 3 \\
\quad Buffers inserted by post-CTS timing repair & 0 \\
\quad Root buffer cell & sky130\_fd\_sc\_hd\_\_clkbuf\_16 \\
\quad Total CTS buffers & 24 \\
\quad Cells resized by post-CTS repair & 0 \\
\quad Maximum level of the CTS H-tree & 1 \\
\quad Hold-fix buffers at CTS & 0 \\
\multicolumn{2}{l}{\textbf{Logic synthesis}} \\
\quad Count of unique library cells instantiated by Yosys & 63 \\
\quad Synthesized instance count & 1,174 \\
\quad Number of standard cells reported by yosys & 1,174 \\
\quad Synthesized chip area reported by yosys & roughly 11,000 µm² \\
\quad Share of the synthesized area in the top cell type & 0.469 \\
\quad Synthesized registers & 206 \\
\quad Post-synth design cell area & 10,800 µm² \\
\quad Dominant cells by area after synthesis & sky130\_fd\_sc\_hd\_\_dfrtp\_1 47\%, sky130\_fd\_sc\_hd\_\_a21oi\_1 8.1\%, sky130\_fd\_sc\_hd\_\_nor2\_1 5.5\%, sky130\_fd\_sc\_hd\_\_a222oi\_1 4.2\%, sky130\_fd\_sc\_hd\_\_a22oi\_1 3.3\% \\
\quad Sequential share of the synthesized area & 0.477 \\
\quad Most common cell in the synthesized netlist & sky130\_fd\_sc\_hd\_\_dfrtp\_1 \\
\quad Async S/R FF share, synth & 1.00 \\
\quad Yosys Warn Count & 4 \\
\quad Post-synth top cells & 203 x sky130\_fd\_sc\_hd\_\_dfrtp\_1, 176 x sky130\_fd\_sc\_hd\_\_a21oi\_1, 160 x sky130\_fd\_sc\_hd\_\_nor2\_1, 84 x sky130\_fd\_sc\_hd\_\_nand2\_1, 62 x sky130\_fd\_sc\_hd\_\_clkbuf\_1 \\
\quad Most used flip-flop cell & sky130\_fd\_sc\_hd\_\_dfrtp\_1 \\
\quad Cell type with the largest total area & sky130\_fd\_sc\_hd\_\_dfrtp\_1 \\
\quad Per-instance average area after synthesis & 9.22 µm² \\
\quad Count of library flops with an enable pin & 0 \\
\multicolumn{2}{l}{\textbf{Floorplanning}} \\
\quad Number of placement rows & 53 \\
\quad IO Pins & 46 \\
\quad Height of the die & 149 µm \\
\quad Initial Util & 0.512 \\
\quad Die span in x & 149 µm \\
\multicolumn{2}{l}{\textbf{Placement}} \\
\quad Number of cells in the design after placement & between 1,000 and 1,500 \\
\quad Final RePlAce weighted congestion & 0.944 \\
\quad Tally of buffers added on design ports & 43 \\
\quad Half-perimeter wire length after placement & $\sim$22 mm \\
\hline
\end{tabular}
[cells by family after synthesis]
logic type	after synthesis	synth area share
fa+ha+maj	15	0.0173
buf+inv	129	0.0495
compound gates	431	0.264
xor+xnor	13	0.0105
other cells	1	0.000346
simple gates	330	0.132
flops	206	0.477
mux	49	0.0495
[stage by stage]
stage	total power (µW)	worst slack, ps	cell area (µm²)
after detailed placement	6250	1570	11700
after global placement	6190	1610	11700
after floorplan	4880	2290	10800
Power is estimated from default activity; no workload was simulated.
